==> ./design.v <==
`timescale 1ns / 1ps
module counter_mgmt(
    input clk_i,                 
    input rst_i,                 
    input [31:0] cnt_0_data,     
    input [31:0] cnt_1_data,     
    input [31:0] cnt_2_data,     
    output cnt_0_en,            
    output cnt_0_rst,            
    output cnt_1_en,            
    output cnt_1_rst,            
    output cnt_2_en,            
    output cnt_2_rst,            
    output we,             
    output [31:0] addr,          
    output [31:0] dout,          
    input [31:0] din            
    );
    reg [31:0] cnt_rst;
    reg [31:0] cnt_en;
    assign cnt_0_rst = cnt_rst[0];
    assign cnt_1_rst = cnt_rst[1];
    assign cnt_2_rst = cnt_rst[2];    
    assign cnt_0_en = cnt_en[0];
    assign cnt_1_en = cnt_en[1];
    assign cnt_2_en = cnt_en[2];
    localparam IDLE = 4'd1;
    localparam EN = 4'd2;
    localparam EN_W = 4'd3;
    localparam EN_R = 4'd4;
    localparam RST = 4'd5;
    localparam RST_W = 4'd6;
    localparam RST_R = 4'd7;
    localparam WRT = 4'd8;
    localparam WRT_W = 4'd9;
    localparam WRT_R = 4'd10;
    reg [3:0] state = IDLE;
    reg we_r = 1'd0;	
    assign we = we_r;
    reg [31:0] addr_r = 32'd0;
    assign addr = addr_r;
    reg [31:0] dout_r = 32'd0;
    assign dout = dout_r;    
    reg [3:0] reg_choose = 4'h0;
    always @(posedge clk_i)
    begin        
       case(state)                
            IDLE: begin			         
                we_r <= 1'b0;
                addr_r <= 32'd0;
            end            
            EN: begin			         
                we_r <= 1'b0;		
                addr_r <= 32'd4;
            end
            EN_W: begin			         
                we_r <= 1'b0;		     
                addr_r <= 32'd4;
            end
            EN_R: begin			         
                we_r <= 1'b1;
                addr_r <= 32'd0;
            end
            RST: begin			         
                we_r <= 1'b0;		
                addr_r <= 32'd8;
            end
            RST_W: begin			     
                we_r <= 1'b0;		     
                addr_r <= 32'd8;
            end
            RST_R: begin			     
                we_r <= 1'b1;
                addr_r <= 32'd0;
            end
            WRT: begin			         
                we_r <= 1'b1; 
                addr_r <= 32'h0;                    
            end
            WRT_W: begin			     
                we_r <= 1'b1;   
                case (reg_choose)
                    4'd0: begin 
                    	addr_r <= 32'hC;  
				        reg_choose <= 4'h1;
                    end  
                    4'd1: begin 
                    	addr_r <= 32'h10;  
				        reg_choose <= 4'h2;
                    end  
                    4'd2: begin 
                    	addr_r <= 32'h14;  
				        reg_choose <= 4'h3;
                    end
                    default: begin
                        addr_r <= 32'h0;
                    end
                endcase
            end
            WRT_R: begin			 
                we_r <= 1'b1;
                addr_r <= 32'd0;  
                reg_choose <= 4'h0;              
            end
            default: begin
                we_r <= 1'b0;
                addr_r <= 32'd0;
            end
        endcase
    end
    always @(posedge clk_i)		
    begin
        if (rst_i == 1'b1) begin
			state <= IDLE;
		end
		else begin
            case(state)	
                IDLE: begin			 
                    case(din) 		 
                        32'd1: begin		 
                            state <= EN;		 
                        end
                        32'd2: begin		 
                            state <= RST;	 
                        end
                        32'd3: begin		 
                            state <= WRT;	 
                        end
                        default: begin		 
                            state <= state;	 
                        end
                    endcase
                end
                EN: begin 				
                    state <= EN_W;                    
                end               
                EN_W: begin
                    state <= EN_R; 
                end                
                EN_R: begin                 
                    state <= IDLE;
                end
                RST: begin 
                    state <= RST_W;                    
                end
                RST_W: begin
                    state <= RST_R; 
                end
                RST_R: begin                   
                    state <= IDLE;
                end
                WRT: begin 
                    state <= WRT_W;                    
                end
                WRT_W: begin
                    case (reg_choose)
                        4'd2: begin  
                            state <= WRT_R;
                        end
                        default: begin
                            state <= IDLE;   
                        end
                    endcase
                end
                WRT_R: begin
                    state <= IDLE;
                end
                default: begin
                    state <= IDLE;
                end
            endcase        
        end
    end
    always @(posedge clk_i)		
    begin
        case(state)               
            EN_R: begin    
                cnt_en[0] <= din[0];
                cnt_en[1] <= din[1];
                cnt_en[2] <= din[2];
                dout_r <= 32'b0;
            end
            RST_R: begin    
                cnt_rst[0] <= din[0];
                cnt_rst[1] <= din[1];
                cnt_rst[2] <= din[2];
                dout_r <= 32'b0;      
            end
            WRT_W: begin
                case (reg_choose)
                    4'd0: begin
                        dout_r <= cnt_0_data; 
                    end  
                    4'd1: begin 
                        dout_r <= cnt_1_data;
                    end  
                    4'd2: begin 
                        dout_r <= cnt_2_data;
                    end
                    default: begin
                        dout_r <= 32'h0;
                    end
                endcase
             end
             WRT_R: begin
                dout_r <= 32'b0;
             end
       endcase  
    end
endmodule
==> ./run.sh <==
#!/bin/bash
# OpenROAD 26Q1-2900-gdf79404cd8, Yosys 0.63+post, stock flow scripts
make -C /OpenROAD-flow-scripts/flow DESIGN_CONFIG=/design/flow/config.mk WORK_HOME=/design/flow/orfs finish
==> ./config.mk <==
export PLATFORM = sky130hd
export DESIGN_NAME = counter_mgmt
export DESIGN_NICKNAME = counter_mgmt
export VERILOG_FILES = /design/flow/design.v
export SDC_FILE = /design/flow/constraint.sdc
export NUM_CORES = 4
export LEC_CHECK = 1
export CORE_UTILIZATION = 30
==> ./constraint.sdc <==
current_design counter_mgmt

set clk_period 3.9
set clk_io_pct 0.2

create_clock -name clk0 -period $clk_period [get_ports {clk_i}]

set non_clock_inputs [all_inputs -no_clocks]
set_input_delay [expr $clk_period * $clk_io_pct] -clock clk0 $non_clock_inputs
set_output_delay [expr $clk_period * $clk_io_pct] -clock clk0 [all_outputs]
==> impl_metrics.tcl <==
# collected from the flow reports
set metrics [dict create \
    status "finished, final reports clean" \
    hold_ws_ps 607 \
    finalSetupViolations 0 \
    tightest_slew_ps 518 \
    synthFlopType "edfxtp_1" \
    worst-setup-path-type "in2reg" \
    synth-edff-count 40 \
    clockPowerShare_pct 20.9 \
    cap_viol_max_count 0 \
    grt_pass1_vias 2098 \
    via_count 2410 \
    dpl.hpwl_um 5550 \
    ios 201 \
    diodes 0 \
    ys_area_um2 2570 \
    ant_nets 0 \
    p_comb_share_pct 29.7 \
    synth_async_sr_flop_share_pct 0 \
    hold_viol 0 \
    pre_cts_ws_ps 1550 \
    period_minus_slack_ps 2060 \
    layout.cells.most_common "clkdlybuf4s50_1" \
    chipArea_um2 8950 \
    p_per_area_nw_per_um2 309 \
    dp_cells 493 \
    fin_crit_sh_pct 52.9 \
    rows 33 \
    area_delta_synth_final_pct 68.9 \
    intPower_mw 0.993 \
    postSynthAreaPerCell_um2 11.1 \
    tritoncts "built" \
    fp.dieW_um 94.6 \
    yosys-top-cells-area "edfxtp_1 (47%), a222oi_1 (12%), buf_4 (9.1%)" \
    rr_endpoint "dout_r[31]" \
    netlist_area_um2 2570 \
    rsz0062_at_grt "false" \
    hold_start "state[2]" \
    fp_util_pct 31.1 \
    wl_per_cell_um 14.6 \
    wirelength_um 7320 \
    rr_startpoint "state[1]" \
    clkTransAtPathRegs_ps 80 \
    yosysSeqAreaShare_pct 52.9 \
    hold_buffers 0 \
    htree_num_levels 2 \
    antenna_found_initial 0 \
    critPathLaunchType "input pin" \
    clock.latency.late_pin_ps 290 \
    numCtsBuffers 5 \
    worst_slack_ps 1840 \
    p_leak_nw 1.58 \
    drc_errors 0 \
    required_ps 4130 \
    stdcell_count 501 \
    first_pass_iters 4 \
    portBuffers 171 \
    fin_tns_setup_ps 0 \
    hold_depth 1 \
    power_frac_seq_pct 49.4 \
    top_area_cell "edfxtp_1" \
    cts_resized 0 \
    swShare_pct 26.0 \
    syn_inst 232 \
    grt-ovfl-total 0 \
    die_h_um 94.6 \
    ys_cells 232 \
    gp_congestion 0.842 \
    max_freq_mhz 484 \
    lay_top_cells "clkdlybuf4s50_1 (171), nor2_1 (42), edfxtp_1 (40)" \
    reg2regPathDepth 4 \
    yosys.area.top_type_share_pct 46.7 \
    yosysWarnings 1 \
    min_path_type "reg2reg" \
    numClockSinks 48 \
    viasPerCell 4.81 \
    cp-end-kind "flop" \
    postCtsSetupBuffers 0 \
    grt_pass1_wl_um 10500 \
    postLayoutCellArea_um2 4340 \
    yosysUniqueCellTypes 34 \
    core_um2 8260 \
    fillers 746 \
    holdPathEnd "addr_r[2]" \
    crit_start "din[2]" \
    grt_usage_pct 15.8 \
    ir_worst_vdd_mv 0.170 \
    slew_violations 0 \
    fin_skew_ps 5.87 \
    worstPathArrival_ps 2300 \
    power.switching_mw 0.349 \
    clockBufferDepth 2 \
    synth-seq-cells 48 \
    drive_above_1_share_pct 3.54 \
    placed_area_um2 4260 \
    worstPathMaxFanout 5 \
    slew_headroom_pct 65.2 \
    cts.root.buffer_cell "clkbuf_8" \
    warnings 29 \
    r2r_slack_ps 1920 \
    grt_start_max_net_pins 33 \
    drtIter0Drc 134 \
]
## stage by stage
| step | total power, mW | utilization (%) |
|---|---|---|
| finish | 1.34 | 52.6 |
| global route | 1.43 | 52.6 |
| global placement | 1.08 | 51.6 |
| floorplan | 0.862 | - |
| CTS | 1.36 | 52.6 |
| detailed placement | 1.08 | 51.6 |
## registers in the layout (all words and copies together) (netlist names)
register    count
dout_r         32
state           4
addr_r          3
cnt_en          3
cnt_rst         3
reg_choose      2
we_r            1
## cells in the mapped netlist, types with 2 or more instances
cell      number
nand2b_1       5
nand3_1        2
nor4_1         9
nand2_1        6
o21ai_0        2
ha_1           5
nand4_1        2
a222oi_1      32
o22ai_1        2
buf_4         31
clkbuf_1      11
a21oi_1        5
edfxtp_1      40
dfxtp_1        8
or3_1          2
buf_2          5
nor3_1         2
mux2i_1        2
nor2_1        42
inv_1          5
## worst max-delay path, stage by stage
cell,delay [ps]
clkdlybuf4s50_1,430
nor4_1,310
nand4_1,240
or3_1,400
a21oi_1,140
## cell type report
cell class,instances,area (µm²),area share (%)
Tap cell,105,131,3.03
Sequential cell,48,1360,31.4
Inverter,5,18.8,0.432
Multi-Input combinational cell,159,997,23.0
Clock inverter,2,11.3,0.259
Clock buffer,6,72.6,1.67
Timing Repair Buffer,176,1750,40.3
## per-layer routing
layer	GRT usage, %	vias to the layer above	routed length [µm]
met5	0	-	0
met1	20.6	1120	2800
met4	1.26	0	58
met2	28.9	114	3760
li1	-	1171	-
met3	3.10	5	699
## worst max-delay path by stage
stage                       to  slack (ps)  depth (start not counted)
after global routing  state[1]        1630                          5
after CTS             state[2]        1860                          5
final                 state[2]        1840                          5
## cell families after synthesis
group                    after synthesis  share of synthesized area, %
flip-flops                            48                          52.9
adder cells (fa/ha/maj)                5                          2.43
AND-OR/OR-AND                         47                          16.2
other                                  1                         0.146
multiplexers                           2                         0.779
XOR/XNOR                               1                         0.341
buffers and inverters                 53                          12.8
AND/OR/NAND/NOR                       75                          14.4
## power groups by stage
stage	Sequential, mW	Clock, mW	Combinational, mW
6_report	0.663	0.281	0.398
5_1_grt	0.672	0.315	0.441
4_1_cts	0.663	0.294	0.405
Power and IR drop assume default switching activity.
