File: flow/config.mk
export PLATFORM = sky130hd
export DESIGN_NAME = counter
export DESIGN_NICKNAME = counter
export VERILOG_FILES = /design/flow/design.v
export SDC_FILE = /design/flow/constraint.sdc
export NUM_CORES = 4
export LEC_CHECK = 1
export CORE_AREA = 10 10 98 98
export DIE_AREA = 0 0 108 108
File: flow/constraint.sdc
current_design counter

set clk_period 4.0
set clk_io_pct 0.2

create_clock -name clk0 -period $clk_period [get_ports {pulse_i}]

set non_clock_inputs [all_inputs -no_clocks]
set_input_delay [expr $clk_period * $clk_io_pct] -clock clk0 $non_clock_inputs
set_output_delay [expr $clk_period * $clk_io_pct] -clock clk0 [all_outputs]
File: flow/design.v
`timescale 1ns / 1ps
module counter(
    input pulse_i,           
    input rst_i,             
    input ena_i,             
    output [31:0] cnt_o        
    );
   reg[31:0] cnt_r = 0;      
   assign cnt_o = cnt_r;       
   always @ (posedge pulse_i or negedge rst_i) begin     
		if (~rst_i) begin 
			cnt_r <= 32'b0;                               
		end
		else if(pulse_i && ena_i) begin
			cnt_r <= cnt_r + 1'b1;                        
		end
	end
endmodule
File: flow/run.sh
#!/bin/bash
# OpenROAD 26Q1-2900-gdf79404cd8, Yosys 0.63+post, stock flow scripts
make -C /OpenROAD-flow-scripts/flow DESIGN_CONFIG=/design/flow/config.mk WORK_HOME=/design/flow/orfs finish
==> reports/README.md <==
| Metric | This run | Unit |
|---|---|---|
| Synth Instances | 133 | - |
| Antenna violations before repair | 0 | - |
| Final-layout setup total negative slack | 0 | ns |
| Post-Route WL | 4140 | um |
| Die width | 108 | um |
| Top flop regs | cnt_r (32) | - |
| Synthesized area per cell | 11.7 | um^2 |
| Final critical-path setup slack | 0.655 | ns |
| Half-perimeter wire length after placement | 2560 | um |
| Most used flip-flop cell | sky130_fd_sc_hd__dfrtp_1 | - |
| Worst setup skew after layout | 0.00675 | ns |
| Synthesis-stage register bit count | 32 | - |
| Post-CTS setup repair buffer count | 0 | - |
| Dominant logic cell types in the final layout | 34 x sky130_fd_sc_hd__clkdlybuf4s50_1, 32 x sky130_fd_sc_hd__dfrtp_1, 30 x sky130_fd_sc_hd__clkbuf_8 | - |
| Port Buffers | 34 | - |
| Top logic cell by instance count in the layout | sky130_fd_sc_hd__clkdlybuf4s50_1 | - |
| Count of instantiated cells in the yosys netlist | 133 | - |
| Critical path type | clock port to flop | - |
| Count of different cell masters after synthesis | 26 | - |
| Number of design-rule violations left by the first detailed-router iteration | 80 | - |
| Remaining antenna violation count | 0 | - |
| Count of warnings emitted by yosys | 1 | - |
| Count of vias placed by the detailed router | 1,283 | - |
| Chip footprint | 0.0117 | mm^2 |
| Area added between synthesis and finish | 59.9 | % |
| Max Transition Viols Final | 0 | - |
| Via/cell ratio | 4.19 | - |
| CP required | 4.27 | ns |
| Routed WL per cell | 13.5 | um |
| Category of the worst setup path capture point | flop | - |
| Placement-stage worst setup slack | 1.07 | ns |
| Largest net degree at the start of global routing | 33 | - |
| Grt total ovfl | 0 | - |
| Core box area | 0.00765 | mm^2 |
| Vertical die dimension | 108 | um |
| Hold Violations, Final | 0 | - |
| Worst max-slew margin expressed relative to the limit | 72.1 | % |
| Largest register by flop count | cnt_r | - |
| Total standard cell area after synthesis | 0.00156 | mm^2 |
| Number of global-route vias before repair | 1,745 | - |
| Actual transition at the worst max-transition pin | 0.418 | ns |
| Global-route usage over all layers | 7.49 | % |
| Skew-Pair Late Insertion Delay | 0.39 | ns |
| Diode insertion count for antenna repair | 0 | - |
| Data arrival time at the worst-slack endpoint | 3.61 | ns |
| Resize count post-CTS | 0 | - |
| OpenROAD warnings | 85 | - |
| Seq share, synth | 51.2 | % |
| Category of the worst setup path launch point | clock port | - |
| Wire length of the first global-routing pass | 6780 | um |
| Detailed Routing Iterations Pass 1 | 4 | - |
| Std cell rows | 32 | - |
| Maximum vdd drop | 0.379 | mV |
| Leakage power summed over all cells | 1.15 | nW |
| Path type of the worst min-delay path | clock port to flop | - |
| Fraction of registers with async set/reset | 100 | % |
| Setup repair after global routing missed its margin | false | - |
| Number of maximum-capacitance constraint violations | 0 | - |
| Placer Congestion | 0.746 | - |
| Init Core Util | 20.4 | % |
| Final setup viols | 0 | - |
| TritonCTS clock tree | built | - |
| Largest fanout of any net on the critical path | 6 | - |
| Number of flip-flops under the largest register name | 32 | - |
| Residual DRC | 0 | - |
| Status | finished, final reports clean | - |
| Clock transition at the registers of the reported paths | 0.07 | ns |
| Ratio of cells with drive above 1 in the final layout | 25.0 | % |
| YS chip area | 0.00156 | mm^2 |
| Number of primary I/O pins | 35 | - |
| Pwr Density | 449 | mW/mm^2 |
| Count of flip-flops with a built-in enable after synthesis | 0 | - |
| Cts-stage hold buffer count | 0 | - |
==> final timing paths <==
kind | startpoint | slack (ns) | depth (start not counted) | to
hold / removal | pulse_i | 0.38 | 7 | cnt_r[2]
setup reg to reg | cnt_r[0] | 1.77 | 9 | cnt_r[30]
setup / recovery | pulse_i | 0.66 | 13 | cnt_r[18]
max in group asynchronous | rst_i | 2.90 | 2 | cnt_r[12]
hold reg to reg | cnt_r[31] | 0.47 | 1 | cnt_r[31]
min in group asynchronous | rst_i | 0.80 | 2 | cnt_r[6]
==> layout make-up <==
cell class,count,area (um^2)
clock buffer,35,432
clock inverter,5,52.6
fill,750,5150
inverter,4,15.0
multi-input combinational,93,723
sequential,32,801
tap,102,128
timing repair buffer,35,348
==> metrics by stage <==
stage / power, mW / util, % / hold slack, ns / instances / area [um^2]
floorplan: 0.446 / - / 0.219 / 133 / 1560
global placement: 0.523 / 26.3 / 0.219 / 266 / 2010
detailed placement: 0.521 / 26.3 / 0.219 / 266 / 2010
CTS: 1.14 / 32.7 / 0.394 / 306 / 2500
global route: 1.18 / 32.7 / 0.427 / 306 / 2500
finish: 1.12 / 32.7 / 0.382 / 306 / 2500
==> cell usage after synthesis (2+ instances only) <==
cell type / n / area (um^2)
sky130_fd_sc_hd__nand4_4: 2 / 42.5
sky130_fd_sc_hd__nand3_1: 8 / 40.0
sky130_fd_sc_hd__nor4_2: 6 / 75.1
sky130_fd_sc_hd__nand4_1: 5 / 31.3
sky130_fd_sc_hd__dfrtp_1: 32 / 801
sky130_fd_sc_hd__nor4_1: 3 / 18.8
sky130_fd_sc_hd__nor3_1: 6 / 30.0
sky130_fd_sc_hd__buf_4: 2 / 15.0
sky130_fd_sc_hd__and3_1: 2 / 12.5
sky130_fd_sc_hd__inv_1: 4 / 15.0
sky130_fd_sc_hd__xnor2_1: 10 / 87.6
sky130_fd_sc_hd__nor2_1: 6 / 22.5
sky130_fd_sc_hd__nand2_1: 11 / 41.3
sky130_fd_sc_hd__xor2_1: 20 / 175
sky130_fd_sc_hd__and4_1: 5 / 43.8
==> where the power goes <==
group          switching, mW  total (mW)  internal [mW]
Sequential            0.0502       0.404          0.354
Combinational         0.0187      0.0713         0.0526
Clock                  0.204       0.646          0.443
==> worst max-delay path, cell delays in order <==
cell	delay [ns]
sky130_fd_sc_hd__clkbuf_8	0.11
sky130_fd_sc_hd__clkbuf_8	0.12
sky130_fd_sc_hd__clkbuf_8	0.12
sky130_fd_sc_hd__clkbuf_8	0.13
sky130_fd_sc_hd__clkbuf_8	0.12
sky130_fd_sc_hd__and4_1	0.19
sky130_fd_sc_hd__clkbuf_8	0.13
sky130_fd_sc_hd__clkbuf_8	0.13
sky130_fd_sc_hd__nand3_1	0.08
sky130_fd_sc_hd__clkbuf_8	0.13
sky130_fd_sc_hd__clkbuf_8	0.14
sky130_fd_sc_hd__nor3_1	0.06
sky130_fd_sc_hd__xor2_1	0.15
==> logic make-up (layout without fill, tap and decap cells) <==
kind of cell               count (synthesis)  after routing  share of synthesized area (%)
and+or+nand+nor                           60             60                           26.9
xor gates and xnor gates                  31             31                           17.9
buffers and inverters                      8             79                           2.48
DFF                                       32             32                           51.2
adders and majority gates                  1              1                          0.801
muxes                                      1              1                          0.721
==> routing by layer <==
layer | routed length, um | GRT usage, % | part of all wire (%)
met5 | 0 | 0 | 0
met3 | 465 | 8.31 | 11
met2 | 1810 | 7.63 | 44
met4 | 53 | 6.97 | 1.3
met1 | 1810 | 7.73 | 44
Power figures rest on the tool's default switching activity, not on a simulated workload.
