===== flow/constraint.sdc =====
current_design debouncer

set clk_period 1.2
set clk_io_pct 0.2

create_clock -name clk0 -period $clk_period [get_ports {clk_i}]

set non_clock_inputs [all_inputs -no_clocks]
set_input_delay [expr $clk_period * $clk_io_pct] -clock clk0 $non_clock_inputs
set_output_delay [expr $clk_period * $clk_io_pct] -clock clk0 [all_outputs]

===== flow/design.v =====
`timescale 1ns / 1ps
module debouncer
#(
    parameter CNT_WIDTH = 4 	 
)
(
input clk_i,                 
input rst_i,                 
input sw_i,                  
output reg sw_state_o,  	     
output reg sw_down_o,         
output reg sw_up_o            
);
    reg [1:0] sw_r;                     
    always @ (negedge rst_i or posedge clk_i)           
        if (~rst_i)
            sw_r   	<= 2'b00;
        else
            sw_r    <= {sw_r[0], ~sw_i};
    reg [CNT_WIDTH-1:0] sw_count;        
    wire sw_change_f = (sw_state_o != sw_r[1]);
    wire sw_cnt_max = &sw_count;
    always @(negedge rst_i or posedge clk_i)  
        if (~rst_i)
        begin
            sw_count <= 0;
            sw_state_o <= 0;
        end 
        else if(sw_change_f)	              
        begin                              
            sw_count <= sw_count + 'd1;
            if(sw_cnt_max)                     
                sw_state_o <= ~sw_state_o;     
        end                                                             
        else                                   
            sw_count <= 0;                     
    always @(posedge clk_i)
    begin
        sw_down_o <= sw_change_f & sw_cnt_max & ~sw_state_o;  
        sw_up_o <= sw_change_f & sw_cnt_max &  sw_state_o;    
    end
endmodule

===== flow/run.sh =====
#!/bin/bash
# OpenROAD 26Q1-2900-gdf79404cd8, Yosys 0.63+post, stock flow scripts
make -C /OpenROAD-flow-scripts/flow DESIGN_CONFIG=/design/flow/config.mk WORK_HOME=/design/flow/orfs finish

===== flow/config.mk =====
export PLATFORM = sky130hd
export DESIGN_NAME = debouncer
export DESIGN_NICKNAME = debouncer
export VERILOG_FILES = /design/flow/design.v
export SDC_FILE = /design/flow/constraint.sdc
export NUM_CORES = 4
export LEC_CHECK = 1
export CORE_AREA = 10 10 70 70
export DIE_AREA = 0 0 80 80

==> flow_summary.json <==
{
  "status": "finished clean",
  "async_flop_share_pct": 77.78,
  "ys_chip_area_um2": 324.1,
  "syn_area_per_cell_um2": 13.50,
  "r2r-end": "sw_state_o",
  "vias": 215,
  "antenna_left": 0,
  "n_antenna_cell": 0,
  "wl_met1_um": 217,
  "final.setup_skew_ps": 6.895,
  "synth_warnings": 1,
  "clock_path_buffers": 2,
  "fp.dieH_um": 80,
  "clkTransAtPathRegs_ps": 60,
  "cp-end-kind": "flip-flop",
  "ff2ff_path_depth": 3,
  "slew-limit-headroom_pct": 73.34,
  "setup_violations": 0,
  "min_path_type": "input pin to asynchronous set/reset pin",
  "postSynthCellCount": 24,
  "rsz0062_at_grt": "false",
  "worstSkewPairLatency_ps": 260,
  "avgRoutedWirePerCell_um": 6.716,
  "routed_wl_um": 544,
  "setup_tns_ps": 0,
  "edf_count": 0,
  "fin_crit_ps": 1113,
  "synth.cell_area_um2": 324.1,
  "cts.sinks": 9,
  "cts_tree": "yes",
  "worst-endpoint-arrival_ps": 1260,
  "powerDensity_nw_per_um2": 1222,
  "top_area_share_pct": 54.05,
  "numCtsBuffers": 3,
  "startpoint_type": "flip-flop",
  "ys.flop_type": "dfrtp_1",
  "max_cap_viol_count": 0,
  "cts_hold_buf": 0,
  "stdcell_count": 81,
  "remaining_drc_errors": 0,
  "grt_pass1_wl_um": 883,
  "synth_dominant_cell_count": "dfrtp_1",
  "fin_util_pct": 13.99,
  "dieWidth_um": 80,
  "highest_layer": "met4",
  "worstPathMaxFanout": 3,
  "fillers": 392,
  "post-place-cells": 76,
  "die-area_um2": 6400,
  "required_ps": 1340,
  "clkPwrFrac_pct": 38.7,
  "reg2reg_slack_ps": 90,
  "ys_seq_share_pct": 66.41,
  "ios": 6,
  "row_count": 21,
  "top_area_cell": "dfrtp_1",
  "ys_cells": 24,
  "grt_pass1_vias": 193,
  "gr-total-overflow": 0,
  "initial_utilization_pct": 9.487,
  "viasPerCell": 2.654,
  "final_area_um2": 478.0,
  "power_frac_comb_pct": 6.0,
  "grt_max_degree": 8,
  "fmax_mhz": 898.3,
  "slew_violations": 0,
  "hold_slack_ps": 232.0,
  "mi_logic_area_um2": 112.6,
  "pwr-share-seq_pct": 55.4,
  "ir_drop_uv": 719.7,
  "cts_max_level": 1,
  "swShare_pct": 21.07,
  "r2r-start": "sw_count[1]",
  "firstDrtPassIters": 2,
  "p_sw_w": 0.0001231,
  "drive_gt1_share_pct": 25.71,
  "coreArea_um2": 3416,
  "ys_ff": 9,
  "track_usage_pct": 1.794,
  "drtIter0Drc": 2,
  "cts_root_buf": "clkbuf_4",
  "postPlaceCellArea_um2": 439.2,
  "topCellsByArea": "dfrtp_1 (54%), dfxtp_1 (12%), xnor2_1 (5.4%)",
  "period_used_pct": 92.77,
  "p_leak_nw": 0.2007,
  "io_buffers": 5,
  "finalHoldViolations": 0,
  "p_int_w": 0.0004612,
  "top_cells_by_count": "dfrtp_1 (7), nor2_1 (3), dfxtp_1 (2), nor3b_1 (2), xnor2_1 (2)",
  "place.gp.congestion": 0.7035,
  "syn2layout_area_growth_pct": 47.49,
  "worstMarginPinSlew_ps": 397.1,
  "dr_wl_met2_um": 254,
  "dr_wl_met3_um": 53,
  "warnings": 25,
  "antenna_found_initial": 0,
  "worst-setup-path-type": "flip-flop to flip-flop",
  "seqCellArea_um2": 216.5,
  "ys_types": 13
}
state kept, by name, indices dropped and copies added, names as in the netlist:
signal	count
sw_state_o	1
sw_down_o	1
sw_count	4
sw_r	2
sw_up_o	1
cells in the final DEF (no fill, tap or decap):
cell type / count
dfrtp_1: 7
inv_1: 1
nor2_1: 3
ha_2: 1
nor4_2: 1
nand3_2: 1
clkbuf_4: 3
dfxtp_2: 1
a21oi_1: 1
dlygate4sd2_1: 3
dfxtp_1: 1
xnor2_1: 2
nor2b_1: 1
nor3b_1: 2
buf_4: 2
mux2_1: 1
and4_1: 1
clkbuf_1: 1
clkdlybuf4s50_1: 2
logic make-up after synthesis:
kind of cell             after synthesis  synth area share (%)
buffers and inverters                  1                 1.157
AND/OR/NAND/NOR                        9                 18.14
AND-OR/OR-AND                          1                 1.543
flip-flops                             9                 66.41
XOR/XNOR                               2                 5.406
adder cells (fa/ha/maj)                1                 3.860
multiplexers                           1                 3.475
how the worst max path moves through the flow:
stage,cells after the start,to,from
finish,3,sw_state_o,sw_count[1]
CTS,3,sw_state_o,sw_count[1]
global route,3,sw_count[0],sw_state_o
worst max-delay path: stages (launching register included):
cell     delay, ps
dfrtp_1        400
ha_2           200
nand3_2        100
mux2_1         320
layer usage:
layer | vias to the layer above | track usage (%)
met5 | - | 0
met1 | 102 | 1.893
met2 | 7 | 2.568
met3 | 2 | 1.591
li1 | 104 | -
met4 | 0 | 0.5282
per-stage QoR:
stage	worst slack (ps)	total power [W]
after floorplan	39.68	0.0003438
after global placement	34.90	0.0003606
after detailed placement	9.045	0.0003625
after CTS	5.566	0.0005919
after global routing	23.34	0.0006165
final	86.75	0.0005843
power by group through the flow:
stage | Clock (W) | Sequential, W | Combinational (W)
after CTS | 0.000234 | 0.000323 | 0.0000346
after global routing | 0.000252 | 0.000324 | 0.0000399
final | 0.000226 | 0.000323 | 0.0000350
what timing repair did:
action | 4_1_cts | 5_1_grt
endpoints found under the setup margin | 3 | 1
endpoints found under the hold margin | 0 | 0
buffers inserted | 1 | 0
gates resized | 4 | 2
cell type report:
class	instances	share of cell area, %
clock buffers	4	5.497
inverters	1	0.7853
multi-input cells	14	23.56
flip-flops and latches	9	45.29
well taps	46	12.04
repair buffers	7	12.83
Power figures rest on the tool's default switching activity, not on a simulated workload.
